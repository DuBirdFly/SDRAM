**./constraint.sdc**
```tcl
current_design sdram_core

set clk_period 3.7
set clk_io_pct 0.2

create_clock -name clk0 -period $clk_period [get_ports {clk}]

set non_clock_inputs [all_inputs -no_clocks]
set_input_delay [expr $clk_period * $clk_io_pct] -clock clk0 $non_clock_inputs
set_output_delay [expr $clk_period * $clk_io_pct] -clock clk0 [all_outputs]
```
**./run.sh**
```bash
#!/bin/bash
# OpenROAD 26Q1-2900-gdf79404cd8, Yosys 0.63+post, stock flow scripts
make -C /OpenROAD-flow-scripts/flow DESIGN_CONFIG=/design/flow/config.mk WORK_HOME=/design/flow/orfs finish
```
**./config.mk**
```make
export PLATFORM = sky130hd
export DESIGN_NAME = sdram_core
export DESIGN_NICKNAME = sdram_core
export VERILOG_FILES = /design/flow/design.v
export SDC_FILE = /design/flow/constraint.sdc
export NUM_CORES = 4
export LEC_CHECK = 1
export CORE_UTILIZATION = 30
```
**./design.v**
```verilog
`timescale 1ns / 1ps
module sdram_core
#
(
    parameter T_RP                    =  4,
    parameter T_RC                    =  6,
    parameter T_MRD                   =  6,
    parameter T_RCD                   =  2,
    parameter T_WR                    =  3,
    parameter CASn                    =  3,
    parameter SDR_BA_WIDTH            =  2,
    parameter SDR_ROW_WIDTH           =  13,
    parameter SDR_COL_WIDTH           =  9,
    parameter SDR_DQ_WIDTH            =  16,
    parameter SDR_DQM_WIDTH           =  SDR_DQ_WIDTH/8,
    parameter APP_ADDR_WIDTH          =  SDR_BA_WIDTH + SDR_ROW_WIDTH + SDR_COL_WIDTH,
    parameter APP_BURST_WIDTH         =  9
)
(
    input                             clk,
    input                             rst,                  
    input                             wr_burst_req,         
    input[SDR_DQ_WIDTH-1:0]           wr_burst_data,        
    input[APP_BURST_WIDTH-1:0]        wr_burst_len,         
    input[APP_ADDR_WIDTH-1:0]         wr_burst_addr,        
    output                            wr_burst_data_req,    
    output                            wr_burst_finish,      
    input                             rd_burst_req,         
    input[APP_BURST_WIDTH-1:0]        rd_burst_len,         
    input[APP_ADDR_WIDTH-1:0]         rd_burst_addr,        
    output[SDR_DQ_WIDTH-1:0]          rd_burst_data,        
    output                            rd_burst_data_valid,  
    output                            rd_burst_finish,      
    output                            sdram_cke,            
    output                            sdram_cs_n,           
    output                            sdram_ras_n,          
    output                            sdram_cas_n,          
    output                            sdram_we_n,           
    output[SDR_BA_WIDTH-1:0]          sdram_ba,             
    output[SDR_ROW_WIDTH-1:0]         sdram_addr,           
    output[SDR_DQM_WIDTH-1:0]         sdram_dqm,            
    inout[SDR_DQ_WIDTH-1: 0]          sdram_dq              
);
    localparam S_INIT_NOP  = 5'd0;        
    localparam S_INIT_PRE  = 5'd1;        
    localparam S_INIT_TRP  = 5'd2;        
    localparam S_INIT_AR1  = 5'd3;        
    localparam S_INIT_TRF1 = 5'd4;        
    localparam S_INIT_AR2  = 5'd5;        
    localparam S_INIT_TRF2 = 5'd6;        
    localparam S_INIT_MRS  = 5'd7;        
    localparam S_INIT_TMRD = 5'd8;        
    localparam S_INIT_DONE = 5'd9;        
    localparam S_IDLE      = 5'd10;       
    localparam S_ACTIVE    = 5'd11;       
    localparam S_TRCD      = 5'd12;       
    localparam S_READ      = 5'd13;       
    localparam S_CL        = 5'd14;       
    localparam S_RD        = 5'd15;       
    localparam S_RWAIT     = 5'd16;       
    localparam S_WRITE     = 5'd17;       
    localparam S_WD        = 5'd18;       
    localparam S_TDAL      = 5'd19;       
    localparam S_AR        = 5'd20;       
    localparam S_TRFC      = 5'd21;       
    reg                         read_flag;
    wire                        done_200us;     
    reg                         sdram_ref_req;  
    wire                        sdram_ref_ack;  
    reg  [SDR_BA_WIDTH-1:0]     sdram_ba_r;
    reg  [SDR_ROW_WIDTH-1:0]    sdram_addr_r;
    reg                         ras_n_r;
    reg                         cas_n_r;
    reg                         we_n_r;
    wire [APP_ADDR_WIDTH-1:0]   sys_addr;
    reg  [14:0]                 cnt_200us;
    reg  [10:0]                 cnt_7p5us;
    reg  [SDR_DQ_WIDTH-1:0]     sdr_dq_out;
    reg  [SDR_DQ_WIDTH-1:0]     sdr_dq_in;
    reg                         sdr_dq_oe;
    reg  [8:0]                  cnt_clk_r;  
    reg                         cnt_rst_n;  
    reg  [4:0]                  state;
    reg                         wr_burst_data_req_d0;
    reg                         wr_burst_data_req_d1;
    reg                         rd_burst_data_valid_d0;
    reg                         rd_burst_data_valid_d1;
    wire end_trp     = (cnt_clk_r == T_RP) ? 1'b1 : 1'b0;
    wire end_trfc    = (cnt_clk_r == T_RC) ? 1'b1 : 1'b0;
    wire end_tmrd    = (cnt_clk_r == T_MRD) ? 1'b1 : 1'b0;
    wire end_trcd    = (cnt_clk_r == T_RCD-1) ? 1'b1 : 1'b0;
    wire end_tcl     = (cnt_clk_r == CASn-1) ? 1'b1 : 1'b0;
    wire end_rdburst = (cnt_clk_r == rd_burst_len-4) ? 1'b1 : 1'b0;
    wire end_tread   = (cnt_clk_r == rd_burst_len+2) ? 1'b1 : 1'b0;
    wire end_wrburst = (cnt_clk_r == wr_burst_len-1) ? 1'b1 : 1'b0;
    wire end_twrite  = (cnt_clk_r == wr_burst_len-1) ? 1'b1 : 1'b0;
    wire end_tdal    = (cnt_clk_r == T_WR) ? 1'b1 : 1'b0;
    wire end_trwait  = (cnt_clk_r == T_RP) ? 1'b1 : 1'b0;
    always@(posedge clk or posedge rst) begin
        if(rst == 1'b1) begin
            wr_burst_data_req_d0 <= 1'b0;
            wr_burst_data_req_d1 <= 1'b0;
            rd_burst_data_valid_d0 <= 1'b0;
            rd_burst_data_valid_d1 <= 1'b0;
        end
        else begin
            wr_burst_data_req_d0 <= wr_burst_data_req;
            wr_burst_data_req_d1 <= wr_burst_data_req_d0;
            rd_burst_data_valid_d0 <= rd_burst_data_valid;
            rd_burst_data_valid_d1 <= rd_burst_data_valid_d0;
        end
    end
    assign wr_burst_finish = ~wr_burst_data_req_d0 & wr_burst_data_req_d1;
    assign rd_burst_finish = ~rd_burst_data_valid_d0 & rd_burst_data_valid_d1;
    assign rd_burst_data   = sdr_dq_in;
    assign sdram_dqm = {SDR_DQM_WIDTH{1'b0}};
    assign sdram_dq = sdr_dq_oe ? sdr_dq_out : {SDR_DQ_WIDTH{1'bz}};
    assign sdram_cke = 1'b1;
    assign sdram_cs_n = 1'b0;
    assign sdram_ba = sdram_ba_r;
    assign sdram_addr = sdram_addr_r;
    assign {sdram_ras_n,sdram_cas_n,sdram_we_n} = {ras_n_r,cas_n_r,we_n_r};
    assign sys_addr = read_flag ? rd_burst_addr:wr_burst_addr;         
    always@(posedge clk or posedge rst) begin
        if(rst == 1'b1)
            cnt_200us <= 15'd0;
        else if(cnt_200us < 15'd20_000)
            cnt_200us <= cnt_200us + 1'b1;
    end
    assign done_200us = (cnt_200us == 15'd20_000);
    always@(posedge clk or posedge rst) begin
        if(rst == 1'b1)
            cnt_7p5us <= 11'd0;
        else if(cnt_7p5us < 11'd750)
            cnt_7p5us <= cnt_7p5us+1'b1;
        else
            cnt_7p5us <= 11'd0;
    end
    always@(posedge clk or posedge rst) begin
        if(rst == 1'b1)
            sdram_ref_req <= 1'b0;
        else if(cnt_7p5us == 11'd749)
            sdram_ref_req <= 1'b1;
        else if(sdram_ref_ack)
            sdram_ref_req <= 1'b0;
    end
    always@(posedge clk or posedge rst) begin
        if(rst == 1'b1)
            state <= S_INIT_NOP;
        else begin
            case (state)
                S_INIT_NOP:  state <= done_200us ? S_INIT_PRE : S_INIT_NOP;
                S_INIT_PRE:  state <= S_INIT_TRP;
                S_INIT_TRP:  state <= (end_trp) ? S_INIT_AR1 : S_INIT_TRP;
                S_INIT_AR1:  state <= S_INIT_TRF1;
                S_INIT_TRF1: state <= (end_trfc) ? S_INIT_AR2 : S_INIT_TRF1;
                S_INIT_AR2:  state <= S_INIT_TRF2;
                S_INIT_TRF2: state <= (end_trfc) ?  S_INIT_MRS : S_INIT_TRF2;
                S_INIT_MRS:  state <= S_INIT_TMRD;
                S_INIT_TMRD: state <= (end_tmrd) ? S_INIT_DONE : S_INIT_TMRD;
                S_INIT_DONE: state <= S_IDLE;
                S_IDLE:
                    if(sdram_ref_req) begin
                        state <= S_AR;
                        read_flag <= 1'b1;
                    end
                    else if(wr_burst_req) begin
                        state <= S_ACTIVE;
                        read_flag <= 1'b0;
                    end
                    else if(rd_burst_req) begin
                        state <= S_ACTIVE;
                        read_flag <= 1'b1;
                    end
                    else begin
                        state <= S_IDLE;
                        read_flag <= 1'b1;
                    end
                S_ACTIVE:
                    if(T_RCD == 0)
                        if(read_flag) state <= S_READ;
                        else state <= S_WRITE;
                    else state <= S_TRCD;
                S_TRCD:
                    if(end_trcd)
                        if(read_flag) state <= S_READ;
                        else state <= S_WRITE;
                    else state <= S_TRCD;
                S_READ:  state <= S_CL;
                S_CL:    state <= (end_tcl) ? S_RD : S_CL;
                S_RD:    state <= (end_tread) ? S_IDLE : S_RD;
                S_RWAIT: state <= (end_trwait) ? S_IDLE : S_RWAIT;
                S_WRITE: state <= S_WD;
                S_WD:    state <= (end_twrite) ? S_TDAL : S_WD;
                S_TDAL:  state <= (end_tdal) ? S_IDLE : S_TDAL;
                S_AR:    state <= S_TRFC;
                S_TRFC:  state <= (end_trfc) ? S_IDLE : S_TRFC;
                default: state <= S_INIT_NOP;
            endcase
        end
    end
    assign sdram_ref_ack = (state == S_AR);
    assign wr_burst_data_req = ((state == S_TRCD) & ~read_flag) | (state == S_WRITE)|((state == S_WD) & (cnt_clk_r < wr_burst_len - 2'd2));
    assign rd_burst_data_valid = (state == S_RD) & (cnt_clk_r >= 9'd1) & (cnt_clk_r < rd_burst_len + 2'd1);
    always@(posedge clk or posedge rst) begin
        if(rst == 1'b1)
            cnt_clk_r <= 9'd0;
        else if(!cnt_rst_n)
            cnt_clk_r <= 9'd0;
        else
            cnt_clk_r <= cnt_clk_r+1'b1;
    end
    always @(*) begin
        case (state)
            S_INIT_NOP: cnt_rst_n <= 1'b0;
            S_INIT_PRE: cnt_rst_n <= 1'b1;                    
            S_INIT_TRP: cnt_rst_n <= (end_trp) ? 1'b0:1'b1;   
            S_INIT_AR1,S_INIT_AR2:cnt_rst_n <= 1'b1;           
            S_INIT_TRF1,S_INIT_TRF2:cnt_rst_n <= (end_trfc) ? 1'b0:1'b1;    
            S_INIT_MRS: cnt_rst_n <= 1'b1;           
            S_INIT_TMRD: cnt_rst_n <= (end_tmrd) ? 1'b0:1'b1;    
            S_IDLE:    cnt_rst_n <= 1'b0;
            S_ACTIVE:  cnt_rst_n <= 1'b1;
            S_TRCD:    cnt_rst_n <= (end_trcd) ? 1'b0:1'b1;
            S_CL:      cnt_rst_n <= (end_tcl) ? 1'b0:1'b1;
            S_RD:      cnt_rst_n <= (end_tread) ? 1'b0:1'b1;
            S_RWAIT:   cnt_rst_n <= (end_trwait) ? 1'b0:1'b1;
            S_WD:      cnt_rst_n <= (end_twrite) ? 1'b0:1'b1;
            S_TDAL:    cnt_rst_n <= (end_tdal) ? 1'b0:1'b1;
            S_TRFC:    cnt_rst_n <= (end_trfc) ? 1'b0:1'b1;
            default: cnt_rst_n <= 1'b0;
        endcase
    end
    always@(posedge clk or posedge rst) begin
        if(rst == 1'b1)
            sdr_dq_out <= 16'd0;
        else if((state == S_WRITE) | (state == S_WD))
            sdr_dq_out <= wr_burst_data;
    end
    always@(posedge clk or posedge rst) begin
        if(rst == 1'b1)
            sdr_dq_oe <= 1'b0;
        else if((state == S_WRITE) | (state == S_WD))
            sdr_dq_oe <= 1'b1;
        else
            sdr_dq_oe <= 1'b0;
    end
    always@(posedge clk or posedge rst) begin
        if(rst == 1'b1)
            sdr_dq_in <= 16'd0;
        else if(state == S_RD)
            sdr_dq_in <= sdram_dq;
    end
    always@(posedge clk or posedge rst) begin
        if(rst == 1'b1) begin
            {ras_n_r,cas_n_r,we_n_r} <= 3'b111;
            sdram_ba_r <= {SDR_BA_WIDTH{1'b1}};
            sdram_addr_r <= {SDR_ROW_WIDTH{1'b1}};
        end
        else begin
            case(state)
                S_INIT_NOP,S_INIT_TRP,S_INIT_TRF1,S_INIT_TRF2,S_INIT_TMRD: begin
                    {ras_n_r,cas_n_r,we_n_r} <= 3'b111;
                    sdram_ba_r <= {SDR_BA_WIDTH{1'b1}};
                    sdram_addr_r <= {SDR_ROW_WIDTH{1'b1}};
                end
                S_INIT_PRE: begin
                    {ras_n_r,cas_n_r,we_n_r} <= 3'b010;
                    sdram_ba_r <= {SDR_BA_WIDTH{1'b1}};
                    sdram_addr_r <= {SDR_ROW_WIDTH{1'b1}};
                end
                S_INIT_AR1,S_INIT_AR2: begin
                    {ras_n_r,cas_n_r,we_n_r} <= 3'b001;
                    sdram_ba_r <= {SDR_BA_WIDTH{1'b1}};
                    sdram_addr_r <= {SDR_ROW_WIDTH{1'b1}};
                end
                S_INIT_MRS: begin
                    {ras_n_r,cas_n_r,we_n_r} <= 3'b000;
                    sdram_ba_r <= {SDR_BA_WIDTH{1'b0}};
                    sdram_addr_r <= {3'b000, 1'b0, 2'b00, 3'b011, 1'b0, 3'b111};  
                end
                S_IDLE,S_TRCD,S_CL,S_TRFC,S_TDAL: begin
                    {ras_n_r,cas_n_r,we_n_r} <= 3'b111;
                    sdram_ba_r <= {SDR_BA_WIDTH{1'b1}};
                    sdram_addr_r <= {SDR_ROW_WIDTH{1'b1}};
                end
                S_ACTIVE: begin
                    {ras_n_r,cas_n_r,we_n_r} <= 3'b011;
                    sdram_ba_r <= sys_addr[APP_ADDR_WIDTH - 1:APP_ADDR_WIDTH - SDR_BA_WIDTH];
                    sdram_addr_r <= sys_addr[SDR_COL_WIDTH + SDR_ROW_WIDTH - 1:SDR_COL_WIDTH];
                end
                S_READ: begin
                    {ras_n_r,cas_n_r,we_n_r} <= 3'b101;
                    sdram_ba_r <= sys_addr[APP_ADDR_WIDTH - 1:APP_ADDR_WIDTH - SDR_BA_WIDTH];
                    sdram_addr_r <= {4'b0010,sys_addr[8:0]}; 
                end
                S_RD: begin
                    if(end_rdburst)
                        {ras_n_r,cas_n_r,we_n_r} <= 3'b110;
                    else begin
                        {ras_n_r,cas_n_r,we_n_r} <= 3'b111;
                        sdram_ba_r <= {SDR_BA_WIDTH{1'b1}};
                        sdram_addr_r <= {SDR_ROW_WIDTH{1'b1}};
                    end
                end
                S_WRITE: begin
                    {ras_n_r,cas_n_r,we_n_r} <= 3'b100;
                    sdram_ba_r <= sys_addr[APP_ADDR_WIDTH - 1:APP_ADDR_WIDTH - SDR_BA_WIDTH];
                    sdram_addr_r <= {4'b0010,sys_addr[8:0]}; 
                end
                S_WD: begin
                    if(end_wrburst) {ras_n_r,cas_n_r,we_n_r} <= 3'b110;
                    else begin
                        {ras_n_r,cas_n_r,we_n_r} <= 3'b111;
                        sdram_ba_r <= {SDR_BA_WIDTH{1'b1}};
                        sdram_addr_r <= {SDR_ROW_WIDTH{1'b1}};
                    end
                end
                S_AR: begin
                    {ras_n_r,cas_n_r,we_n_r} <= 3'b001;
                    sdram_ba_r <= {SDR_BA_WIDTH{1'b1}};
                    sdram_addr_r <= {SDR_ROW_WIDTH{1'b1}};
                end
                default: begin
                    {ras_n_r,cas_n_r,we_n_r} <= 3'b111;
                    sdram_ba_r <= {SDR_BA_WIDTH{1'b1}};
                    sdram_addr_r <= {SDR_ROW_WIDTH{1'b1}};
                end
            endcase
        end
    end
endmodule
```
==> notes.org <==
* Implementation run

** Run status
- The run stopped with a tool error.
- Stage where the flow stopped :: clock tree synthesis
- First error message :: [error] [KeplerFormal.cpp:679] Workflow failed: Iso has multiple drivers: .sdram_dq0, sdram_dq[0]$_DFFE_PP0P_.Q0

** Die
- From left edge to right edge, the die measures roughly 150 um.
- During I/O placement, the number of pins put on the boundary was 144.
- Site row count :: 53
- DIE HEIGHT :: 149 um
- In the floorplan report the effective utilization is 0.308.

** Synth
- Per the synthesis report, the dominant area consumer among library cells is dfrtp_1.
- According to the Yosys statistics, the synthesized design has a chip area of 6510 sq um.
- Number of synthesized flops with an enable pin :: 1
- Most instantiated cells after synthesis :: dfrtp_1, nor2_1, nand2_1, mux2_2, xnor2_1
- Count of warnings emitted by yosys :: 2
- Per the synth stats, the flop cell with the highest instance count is dfrtp_1.
- Yosys mapped the design onto about 62 distinct sky130hd cell types.
- Cell count after synthesis :: ~610
- Once synthesis finished, the tally of register bits stood at 113.
- Synth Area per Inst :: 10.6 sq um
- Ranked by total cell area, the synthesized netlist is headed by dfrtp_1, dfstp_2, mux2_2.
- Most common cell in the synthesized netlist :: dfrtp_1
- Top cell area share :: 0.358
- Synthesized area :: 6510 sq um
- Post-synthesis async set-or-reset flop share :: 0.991
- Per the Yosys statistics, synthesis produced 614 cells.
- Post-synthesis sequential area ratio :: 0.439

** Place
- Total of buffers placed on input and output ports :: 123
- Detailed-placement wirelength estimate :: about 11 mm
- Once placement completed, the tool counted placed cells totaling 1028.
- Last weighted congestion value of the routability-driven placer :: roughly 0.87
- Instance area at placement :: 8260 sq um

** CTS
- Clk Tree Root Cell :: clkbuf_16
- Per the repair_timing log after CTS, setup buffers inserted total 7.
- In this run the deepest clock path goes through 2 buffers.
- Hold buffers post-CTS :: 0
- Clock tree synthesis inserted a total of 17 buffers.
- In this run, post-CTS repair resized a total of 33 instances.
- Per the CTS log, the maximum H-tree level is 4.
- Count of clock tree sinks :: ~110
-- kinds of logic after synthesis --
kind of cell | after synthesis | share of synthesized area
xor+xnor | 62 | 0.0834
simple gates | 201 | 0.162
mux | 73 | 0.127
fa+ha+maj | 32 | 0.0615
flops | 113 | 0.439
buf+inv | 56 | 0.0427
other cells | 2 | 0.00115
compound gates | 75 | 0.0838
-- through the flow --
step                      power [W]  setup slack, ns  TNS, ns
after detailed placement    0.00314           -0.663    -1.35
after global placement      0.00313           -0.599    -1.66
after floorplan             0.00250           0.0324        0
No activity file was given, so power comes from the tool's default toggle rates.
